==> design/flow/design.v <==
`timescale 1ns / 1ps
module mem_stage(
  input  wire        clk,
  input  wire        reset,
  input  wire [31:0] alu_result_in,     
  input  wire [31:0] write_data_in,     
  input  wire [4:0]  write_register_in,  
  input  wire        reg_write_in,      
  input  wire        mem_read_in,       
  input  wire        mem_write_in,      
  input  wire        mem_to_reg_in,     
  input  wire [5:0]  opcode_in,         
  input  wire        is_halt_in,       
  output wire [31:0] read_data_out,       
  output wire [31:0] alu_result_out,      
  output wire [4:0]  write_register_out,  
  output wire        reg_write_out,       
  output wire        mem_to_reg_out,       
  output wire        is_halt_out           
);
  data_memory data_mem (
    .clk(clk),
    .reset(reset),
    .address_in(alu_result_in),
    .write_data_in(write_data_in),
    .mem_read_in(mem_read_in),
    .mem_write_in(mem_write_in),
    .opcode_in(opcode_in),
    .read_data_out(read_data_out)
  );
  assign alu_result_out = alu_result_in;
  assign write_register_out = write_register_in;
  assign reg_write_out = reg_write_in;
  assign mem_to_reg_out = mem_to_reg_in;
  assign is_halt_out = is_halt_in;
endmodule
`timescale 1ns / 1ps
module data_memory(
  input  wire        clk,
  input  wire        reset,
  input  wire [31:0] address_in,        
  input  wire [31:0] write_data_in,     
  input  wire        mem_read_in,       
  input  wire        mem_write_in,      
  input  wire [5:0]  opcode_in,         
  output wire [31:0] read_data_out      
);
  reg [31:0] memory [0:255];
  wire [31:0] mem_addr_full = address_in >> 2;  
  wire [7:0] mem_addr = mem_addr_full[7:0];  
  integer i;
  always @(posedge clk) begin
    if (reset) begin
      for (i = 0; i < 256; i = i + 1) begin
        memory[i] <= 32'b0;
      end
    end
    else if (mem_write_in) begin
      case (opcode_in)
        6'b101000: begin   
          case (address_in[1:0])
            2'b00: memory[mem_addr] <= {memory[mem_addr][31:8], write_data_in[7:0]};
            2'b01: memory[mem_addr] <= {memory[mem_addr][31:16], write_data_in[7:0], memory[mem_addr][7:0]};
            2'b10: memory[mem_addr] <= {memory[mem_addr][31:24], write_data_in[7:0], memory[mem_addr][15:0]};
            2'b11: memory[mem_addr] <= {write_data_in[7:0], memory[mem_addr][23:0]};
          endcase
        end
        6'b101001: begin   
          case (address_in[1])
            1'b0: memory[mem_addr] <= {memory[mem_addr][31:16], write_data_in[15:0]};
            1'b1: memory[mem_addr] <= {write_data_in[15:0], memory[mem_addr][15:0]};
          endcase
        end
        6'b101011: begin   
          memory[mem_addr] <= write_data_in;
        end
        default: begin
          memory[mem_addr] <= write_data_in;
        end
      endcase
    end
  end
  reg [31:0] read_data;
  always @(*) begin
    if (mem_read_in) begin
      case (opcode_in)
        6'b100000: begin   
          case (address_in[1:0])
            2'b00: read_data = {{24{memory[mem_addr][7]}}, memory[mem_addr][7:0]};
            2'b01: read_data = {{24{memory[mem_addr][15]}}, memory[mem_addr][15:8]};
            2'b10: read_data = {{24{memory[mem_addr][23]}}, memory[mem_addr][23:16]};
            2'b11: read_data = {{24{memory[mem_addr][31]}}, memory[mem_addr][31:24]};
          endcase
        end
        6'b100100: begin   
          case (address_in[1:0])
            2'b00: read_data = {24'b0, memory[mem_addr][7:0]};
            2'b01: read_data = {24'b0, memory[mem_addr][15:8]};
            2'b10: read_data = {24'b0, memory[mem_addr][23:16]};
            2'b11: read_data = {24'b0, memory[mem_addr][31:24]};
          endcase
        end
        6'b100001: begin   
          case (address_in[1])
            1'b0: read_data = {{16{memory[mem_addr][15]}}, memory[mem_addr][15:0]};
            1'b1: read_data = {{16{memory[mem_addr][31]}}, memory[mem_addr][31:16]};
          endcase
        end
        6'b100101: begin   
          case (address_in[1])
            1'b0: read_data = {16'b0, memory[mem_addr][15:0]};
            1'b1: read_data = {16'b0, memory[mem_addr][31:16]};
          endcase
        end
        6'b100011: begin   
          read_data = memory[mem_addr];
        end
        6'b100111: begin   
          read_data = memory[mem_addr];
        end
        default: begin
          read_data = memory[mem_addr];  
        end
      endcase
    end else begin
      read_data = 32'b0;
    end
  end
  assign read_data_out = read_data;
endmodule
==> design/flow/run.sh <==
#!/bin/bash
# OpenROAD 26Q1-2900-gdf79404cd8, Yosys 0.63+post, stock flow scripts
make -C /OpenROAD-flow-scripts/flow DESIGN_CONFIG=/design/flow/config.mk WORK_HOME=/design/flow/orfs finish
==> design/flow/config.mk <==
export PLATFORM = sky130hd
export DESIGN_NAME = mem_stage
export DESIGN_NICKNAME = mem_stage
export VERILOG_FILES = /design/flow/design.v
export SDC_FILE = /design/flow/constraint.sdc
export NUM_CORES = 4
export LEC_CHECK = 1
export CORE_UTILIZATION = 50
export SYNTH_MEMORY_MAX_BITS = 65536
==> design/flow/constraint.sdc <==
current_design mem_stage

set clk_period 59.7
set clk_io_pct 0.2

create_clock -name clk0 -period $clk_period [get_ports {clk}]

set non_clock_inputs [all_inputs -no_clocks]
set_input_delay [expr $clk_period * $clk_io_pct] -clock clk0 $non_clock_inputs
set_output_delay [expr $clk_period * $clk_io_pct] -clock clk0 [all_outputs]
==> out/metrics.cfg <==
[run_status]
status=finished with violations
violations=max-capacitance violations, max-slew violations

[clock_network]
cts_buffers=841
htreeDepth=6
root_buffer=clkbuf_16
cts_sinks=8192
hold_buffers=0
postCtsResizedCells=0
path_clk_slew_ns=0.06
cts_tree=built
cts_setup_buffers=0
cts_buffer_depth=4
clock.latency.late_pin_ns=1.24

[global_routing]
grt_pass1_vias=224000
grt_antenna_before_repair=187
gr-total-overflow=0
grt_use_total_pct=43.3
grt_max_degree=84
grt_pass1_wl_um=1860000

[cells_and_area]
drive_above_1_share_pct=20.6
num-fill-cells=53500
largest_reg_flops=8192
fin_area_um2=395000
top_regs=data_mem.memory: 8192 flops
finalNonFillerCells=34200
fin_util_pct=55.8
top_register=data_mem.memory
syn_to_final_growth_pct=11.1

[placement]
port_buffers=93
placed_area_um2=368000
globalplace.congestion=1.09
dpl_worst_slack_ns=26.44
dp_cells=32200
dp_hpwl_um=856000

[synth]
netlist.area_leader.share_pct=69.2
edf_count=8192
synth_cell_types=80
ys_area_um2=355000
synth_area_leader_cell=edfxtp_1
ys.flops=8192
flop_cell=edfxtp_1
netlist_area_um2=355000
syn-instance-count=23800
topCellsByArea=edfxtp_1 69%, mux4_2 13%, nor2_1 8.6%
ys_seq_share_pct=69.2
yosysWarnings=1
syn_avg_cell_area_um2=14.9
async_flop_share_pct=0
ys_cells=23800

[sta]
finalSetupTns_ns=0
period_minus_slack_ns=33.07
worst_pin_slew_ns=1.83
relSlewSlack_pct=-22.7
hold_viol=0
fin_ws_ns=26.63
slew_violations=40
post-route-period-util_pct=55.4
rsz0062_at_grt=false
finalSetupViolCount=0
whs_ns=1.79
fin_skew_ns=0.0880
timing.fmax_ghz=0.0302

[pwr]
peakVddDrop_uv=35.6
finalPower_mw=13.0
p_per_area_nw_per_um2=33.0
power_leakage_nw=134

[detailed_routing]
drc=0
wl_per_cell_um=40.2
viasPerCell=6.35
via_count=217000
route.final.wire_length_um=1370000
dr.pass1.iters=9
ant_nets=0
drt_iter0_drc=18300

[critical_path]
end_kind=output pin
crit_required_ns=47.76
cp_max_fo=53
worstSetupPathType=input pin to output pin
arrival_ns=21.13
cp-start-kind=input pin

[hold_path]
hp-class=flop to flop

[job]
warnings=28
cap_viol_max_count=7

[floorplanning]
std_cell_rows=309
chipWidth_um=845
die_y_um=845
fp_util_pct=50.2
pin_count=154
chip_area_um2=714000
design.core.area_um2=708000

==> final timing paths <==
check / startpoint / to / slack (ns) / depth (start not counted)
setup / recovery: alu_result_in[2] / read_data_out[5] / 26.63 / 20
hold / removal: data_mem.memory[194][3] / data_mem.memory[206][3] / 1.79 / 9
setup reg to reg: data_mem.memory[34][13] / data_mem.memory[25][13] / 51.56 / 14
hold reg to reg: data_mem.memory[194][3] / data_mem.memory[206][3] / 1.79 / 9
==> cell usage after synthesis (7+ instances only) <==
cell type	n
buf_4	313
a21oi_1	144
o21ai_0	65
a32oi_1	42
o22a_1	12
a221oi_1	54
clkbuf_1	1139
nand4_1	51
a22oi_1	261
o2111ai_1	13
and2_1	16
or3_1	11
a311oi_1	11
a211oi_1	16
a32o_1	7
a2111oi_0	12
mux2_2	44
mux4_2	2107
nor4_1	29
and3_1	26
buf_6	77
nand2_1	594
o211ai_1	21
nand2b_1	273
buf_2	914
mux2i_1	498
inv_1	12
nor2_1	8174
o21a_1	10
a31oi_1	19
nand3_1	134
nor2b_1	21
o221ai_1	8
nor3_1	158
o22ai_1	95
buf_1	89
edfxtp_1	8192
a22o_1	37
==> layout make-up <==
cell class	instances	area [µm²]	share of cell area, %
Timing Repair Buffer	1463	11600	2.93
Antenna cell	456	1140	0.289
Tap cell	9485	11900	3.01
Inverter	14	72.6	0.0184
Clock inverter	436	3360	0.852
Clock buffer	1092	22300	5.65
Multi-Input combinational cell	13100	98400	24.9
Sequential cell	8192	246000	62.3
==> worst max-delay path, stage by stage <==
cell	delay [ns]
buf_16	0.30
buf_4	0.59
buf_4	0.58
buf_4	0.57
buf_4	0.57
buf_4	0.54
buf_4	0.66
mux4_2	0.34
mux2i_1	0.07
a22oi_1	0.52
a21oi_1	0.52
buf_4	0.30
o21ai_0	0.94
buf_4	0.25
a31o_1	0.40
or3_1	0.17
o311ai_0	0.21
o31ai_4	0.67
buf_4	0.28
clkdlybuf4s50_1	0.54
==> where the power goes <==
part / internal [mW] / leakage, nW / switching, mW / total [mW]
Clock: 2.78 / 12.5 / 2.25 / 5.03
Combinational: 0.354 / 39.0 / 1.05 / 1.40
Sequential: 6.53 / 82.8 / 0.0541 / 6.58
==> cell families after synthesis <==
kind of cell / share of synthesized area [%]
and+or+nand+nor: 10.5
DFF: 69.2
muxes: 14.9
buffers and inverters: 3.50
AOI/OAI and AO/OA: 1.82
==> metal layers <==
layer	GRT usage [%]	up-vias	share of wire (%)	wire length (µm)
met1	49.6	108000	28	387000
met5	18.3	-	0.89	12300
met2	53.3	18600	42	572000
met4	23.9	213	7.2	98900
li1	-	87800	-	-
met3	39.7	3140	22	304000
==> cell usage in the layout (no fill, tap or decap), types with 134 or more instances in the layout <==
| cell type | netlist | final |
|---|---|---|
| edfxtp_1 | 8192 | 8192 |
| nand2b_2 | 0 | 259 |
| nand3_1 | 134 | 134 |
| a22oi_1 | 261 | 259 |
| mux2i_1 | 498 | 490 |
| nor2_1 | 8174 | 8142 |
| diode_2 | 0 | 456 |
| nor3_1 | 158 | 151 |
| clkbuf_1 | 1139 | 237 |
| mux4_2 | 2107 | 2107 |
| clkinv_1 | 2 | 217 |
| buf_4 | 313 | 1344 |
| a21oi_1 | 144 | 140 |
| nand2_1 | 594 | 591 |
| clkbuf_16 | 0 | 855 |
Power and IR drop assume default switching activity.
