File: ./config.mk
export PLATFORM = sky130hd
export DESIGN_NAME = id_ex
export DESIGN_NICKNAME = id_ex
export VERILOG_FILES = /design/flow/design.v
export SDC_FILE = /design/flow/constraint.sdc
export NUM_CORES = 4
export LEC_CHECK = 1
export CORE_AREA = 10 10 190 190
export DIE_AREA = 0 0 200 200
File: ./constraint.sdc
current_design id_ex

set clk_period 1.0
set clk_io_pct 0.2

create_clock -name clk0 -period $clk_period [get_ports {clk}]

set non_clock_inputs [all_inputs -no_clocks]
set_input_delay [expr $clk_period * $clk_io_pct] -clock clk0 $non_clock_inputs
set_output_delay [expr $clk_period * $clk_io_pct] -clock clk0 [all_outputs]
File: ./design.v
`timescale 1ns / 1ps
module id_ex(
  input  wire        clk,
  input  wire        reset,
  input  wire        flush,          
  input  wire [31:0] read_data_1_in,
  input  wire [31:0] read_data_2_in,
  input  wire [31:0] sign_extended_imm_in,
  input  wire [4:0]  rs_in,               
  input  wire [4:0]  rt_in,
  input  wire [4:0]  rd_in,
  input  wire [31:0]  shamt_in,             
  input  wire [5:0]  function_in,
  input  wire [5:0]  opcode_in,
  input  wire [31:0] next_pc_in,           
  input  wire        alu_src_b_in,
  input  wire [1:0]  alu_src_a_in,
  input  wire        reg_dst_in,
  input  wire        reg_write_in,
  input  wire        mem_read_in,
  input  wire        mem_write_in,
  input  wire        mem_to_reg_in,
  input  wire        is_halt_in,
  output reg  [31:0] read_data_1_out,
  output reg  [31:0] read_data_2_out,
  output reg  [31:0] sign_extended_imm_out,
  output reg  [4:0]  rs_out,              
  output reg  [4:0]  rt_out,
  output reg  [4:0]  rd_out,
  output reg  [31:0]  shamt_out,           
  output reg  [5:0]  function_out,
  output reg  [5:0]  opcode_out,
  output reg  [31:0] next_pc_out,         
  output reg         alu_src_b_out,
  output reg  [1:0]  alu_src_a_out,
  output reg         reg_dst_out,
  output reg         reg_write_out,
  output reg         mem_read_out,
  output reg         mem_write_out,
  output reg         mem_to_reg_out,
  output reg         is_halt_out        
);
  always @(posedge clk) begin
    if (reset || flush) begin
      read_data_1_out       <= {32{1'b0}};
      read_data_2_out       <= {32{1'b0}};
      sign_extended_imm_out <= {32{1'b0}};
      rs_out                <= {5{1'b0}};
      rt_out                <= {5{1'b0}};
      rd_out                <= {5{1'b0}};
      shamt_out             <= {32{1'b0}};
      function_out          <= 6'b0;
      opcode_out            <= 6'b0;
      next_pc_out           <= {32{1'b0}};
      alu_src_b_out         <= 1'b0;
      alu_src_a_out         <= 2'b00;
      reg_dst_out           <= 1'b0;
      reg_write_out         <= 1'b0; 
      mem_read_out          <= 1'b0;
      mem_write_out         <= 1'b0;
      mem_to_reg_out        <= 1'b0; 
      is_halt_out           <= reset ? 1'b0 : is_halt_in;
    end
    else begin   
      read_data_1_out       <= read_data_1_in;
      read_data_2_out       <= read_data_2_in;
      sign_extended_imm_out <= sign_extended_imm_in;
      rs_out                <= rs_in;               
      rt_out                <= rt_in;
      shamt_out             <= shamt_in;
      rd_out                <= rd_in;
      function_out          <= function_in;
      opcode_out            <= opcode_in;
      next_pc_out           <= next_pc_in;
      alu_src_b_out         <= alu_src_b_in;
      alu_src_a_out         <= alu_src_a_in;      
      reg_dst_out           <= reg_dst_in;
      reg_write_out         <= reg_write_in;
      mem_read_out          <= mem_read_in;
      mem_write_out         <= mem_write_in;
      mem_to_reg_out        <= mem_to_reg_in;
      is_halt_out           <= is_halt_in;
    end
  end
endmodule
File: ./run.sh
#!/bin/bash
# OpenROAD 26Q1-2900-gdf79404cd8, Yosys 0.63+post, stock flow scripts
make -C /OpenROAD-flow-scripts/flow DESIGN_CONFIG=/design/flow/config.mk WORK_HOME=/design/flow/orfs finish
==> results.py <==
# Synthesis and PnR figures
metrics = {
    "floorplan": {
        "core_area_um2": 31800,
        "io_pins": 395,
        "die_h_um": 200,
        "chipArea_um2": 40000,
        "rows": 65,
        "die_w_um": 200,
        "initial_core_util_pct": 20.7,
    },
    "clocking": {
        "cts_tree": "yes",
        "clk_path_buf_depth": 2,
        "h-tree-depth": 4,
        "hold_buffers": 0,
        "cts_root_buf": "clkbuf_16",
        "cts_buffers": 17,
        "clock_sinks": 196,
        "clk_pin_slew_ns": 0.08,
    },
    "routing": {
        "vias_per_cell": 3.63,
        "drc": 0,
        "drt_iter0_markers": 91,
        "routedWlPerCell_um": 18.0,
        "num_vias": 4731,
        "ant_nets": 0,
        "routed_wl_mm": 23.5,
        "first_pass_iters": 4,
        "n_antenna_cell": 0,
    },
    "worst_setup_path": {
        "setup.worst_path.start_class": "flop",
        "max_stage_delay_ns": 0.37,
        "cp_num_buf_inv": 1,
        "end_kind": "output port",
        "arrival_ns": 0.93,
        "crit_type": "flop to output port",
        "path_cells": "buf_6",
        "crit_required_ns": 0.80,
        "crit_slowest_cell": "dfxtp_4",
        "critPathMaxFanout": 1,
        "critical-path-top-delay-family": "flip-flops",
    },
    "synth": {
        "netlist_area_um2": 6580,
        "synthMostInstantiatedCell": "dfxtp_1",
        "area_leaders": "dfxtp_1 60%, nor3b_2 29%, buf_6 6.0%",
        "edf_count": 0,
        "ys_types": 6,
        "ys_area_um2": 6580,
        "ys.flop_type": "dfxtp_1",
        "synth_stat.cells": 436,
        "synth_area_per_cell_um2": 15.1,
        "yosysTopAreaCellShare_pct": 59.6,
        "ys.flops": 196,
        "yosys-top-cells-count": "196 x dfxtp_1, 150 x nor3b_2, 45 x nor3b_1, 35 x buf_6, 9 x buf_2",
        "top_area_cell": "dfxtp_1",
        "netlist_instances": 436,
        "async_flop_share_pct": 0,
        "ys_warn_count": 1,
        "ys_seq_share_pct": 59.6,
    },
    "job": {
        "warning_count": 27,
        "cap_violations": 0,
    },
    "power": {
        "power_frac_seq_pct": 47.9,
        "share_comb_of_total_power_pct": 11.7,
        "power.density_nw_per_um2": 1580,
        "swShare_pct": 23.4,
        "power_frac_clock_pct": 40.4,
        "net-switching-power_w": 0.00400,
        "internal_power_w": 0.0131,
        "ir_drop_uv": 1090,
        "cellLeakagePower_nw": 4.52,
    },
    "finish": {
        "final_area_um2": 10900,
        "syn2layout_area_growth_pct": 65.0,
        "drive_above_1_share_pct": 53.9,
        "fin_cells": 1302,
        "fill_cells": 3197,
        "utilization_pct": 34.2,
    },
    "global_route": {
        "antenna_found_initial": 0,
        "grtUsageMet2_pct": 19.1,
        "use_met1_pct": 13.5,
        "grt_usage_pct": 11.2,
        "busiest_layer": "met2",
        "grt_pass1_vias": 4929,
        "grt_pass1_wl_mm": 32.7,
        "grt.met3_usage_pct": 4.57,
        "grt-ovfl-total": 0,
        "grt_max_degree": 34,
    },
    "outcome": {
        "violations": "negative setup slack",
        "status": "finished, violations left",
    },
    "timing": {
        "min_period_ns": 1.13,
        "fin_ws_ns": -0.125,
        "fmax_ghz": 0.889,
        "slew_violations": 0,
        "relSlewSlack_pct": 75.3,
        "setup_viol": 196,
        "period_used_pct": 113,
        "hold_violations": 0,
        "worstMarginPinSlew_ns": 0.370,
        "rsz0062_at_grt": "true",
        "timing.hold.ws_ns": 0.0931,
    },
    "place": {
        "place_hpwl_mm": 18.2,
        "placed_cell_area_um2": 11100,
        "io_buffers": 394,
        "placed_cells": 1270,
        "gp_congestion": 0.824,
        "pre_cts_slack_ns": -0.201,
    },
    "worst_hold_path": {
        "hp-class": "primary input to flop",
    },
}
## state kept, by name, indices dropped and copies added, names as in the netlist, 6 cells and up
name	count
function_out	6
next_pc_out	32
opcode_out	6
read_data_1_out	32
read_data_2_out	32
shamt_out	32
sign_extended_imm_out	32
## timing repair
action | CTS | global route
pin swaps | 0 | 0
endpoints found under the hold margin | 0 | 0
resized | 691 | 23
cloned | 0 | 0
setup endpoints to repair | 196 | 196
setup buffers | 0 | 0
## final timing paths
check	startpoint	end	slack [ns]	cells past startpoint
worst max-delay path	read_data_2_out[1]	read_data_2_out[1]	-0.13	1
worst min-delay path	reset	next_pc_out[18]	0.09	2
## final cells by class
type	count	area, um2	share of cell area, %
clock inverter	11	119	1.09
timing repair buffer	443	3530	32.5
tap	435	544	5.01
clock buffer	21	460	4.24
sequential	196	3980	36.7
multi-input combinational	196	2220	20.4
## stage by stage
step	setup TNS (ns)	power, W
floorplan	0	0.00907
global placement	-1.54	0.0107
detailed placement	-1.16	0.0107
CTS	-17.43	0.0175
global route	-20.38	0.0179
finish	-9.41	0.0171
## cell families after synthesis
logic type | share of synthesized area (%)
buf+inv | 6.67
flops | 59.6
simple gates | 33.7
## power by group through the flow
stage	combinational, W	sequential [W]	clock [W]
global route	0.00217	0.00823	0.00752
finish	0.00201	0.00820	0.00691
CTS	0.00205	0.00819	0.00721
## routing by layer
layer  routed length [um]  vias to the layer above
met1                 8930                     2222
met4                  233                        0
li1                     -                     2321
met3                 2260                        7
met2                12000                      181
met5                    0                        -
## layout by cell type (no fill, tap or decap), drive strengths merged
master	n
dfxtp	196
clkinvlp	3
nor3b	195
inv	4
bufinv	1
clkdlybuf4s50	196
clkinv	3
buf	247
clkbuf	21
nor2b	1
Power is estimated from default activity; no workload was simulated.
