===== ./config.mk =====
export PLATFORM = sky130hd
export DESIGN_NAME = ex_stage
export DESIGN_NICKNAME = ex_stage
export VERILOG_FILES = /design/flow/design.v
export SDC_FILE = /design/flow/constraint.sdc
export NUM_CORES = 4
export LEC_CHECK = 1
export CORE_UTILIZATION = 40

===== ./constraint.sdc =====
current_design ex_stage

set clk_period 27.8
set clk_io_pct 0.2

create_clock -name clk0 -period $clk_period

set non_clock_inputs [all_inputs -no_clocks]
set_input_delay [expr $clk_period * $clk_io_pct] -clock clk0 $non_clock_inputs
set_output_delay [expr $clk_period * $clk_io_pct] -clock clk0 [all_outputs]

===== ./design.v =====
`timescale 1ns / 1ps
module ex_stage(
  input  wire        clk,
  input  wire        reset,
  input  wire [31:0] i_read_data_1,        
  input  wire [31:0] i_read_data_2,        
  input  wire [31:0] i_sign_extended_imm,  
  input  wire [5:0]  i_function,           
  input  wire [4:0]  i_rt,                 
  input  wire [4:0]  i_rd,                 
  input  wire [4:0]  i_rs,                 
  input  wire [31:0] i_shamt,              
  input  wire [5:0]  i_opcode,             
  input  wire [31:0] i_next_pc,            
  input  wire [31:0] i_forwarded_value_a,  
  input  wire [31:0] i_forwarded_value_b,  
  input  wire        i_use_forwarded_a,    
  input  wire        i_use_forwarded_b,    
  input  wire        i_alu_src_b,          
  input  wire [1:0]  i_alu_src_a,          
  input  wire        i_reg_dst,            
  input  wire        i_reg_write,          
  input  wire        i_mem_read,           
  input  wire        i_mem_write,          
  input  wire        i_mem_to_reg,         
  input  wire        i_is_halt,            
  output wire [31:0] o_alu_result,         
  output wire [31:0] o_read_data_2,        
  output wire [4:0]  o_write_register,     
  output wire        o_reg_write,          
  output wire        o_mem_read,           
  output wire        o_mem_write,          
  output wire        o_mem_to_reg,         
  output wire        o_is_halt             
);
  wire [31:0] updated_rs = i_use_forwarded_a ? i_forwarded_value_a : i_read_data_1;
  wire [31:0] updated_rt = i_use_forwarded_b ? i_forwarded_value_b : i_read_data_2;
  reg [31:0] alu_input_a;
  always @(*) begin
    case(i_alu_src_a)
      2'b00:   alu_input_a = updated_rs;
      2'b01:    alu_input_a = i_next_pc;
      2'b11: alu_input_a = i_shamt;
      default:               alu_input_a = updated_rs;  
    endcase
  end
  reg [31:0] alu_input_b;
  always @(*) begin
    case(i_alu_src_b)
      1'b0: alu_input_b = updated_rt;
      1'b1: alu_input_b = i_sign_extended_imm;
      default:             alu_input_b = 32'b0;
    endcase
  end
  wire [3:0] alu_control;
  alu_control alu_control_inst (
    .i_func_code   (i_function),
    .i_opcode    (i_opcode),
    .alu_control (alu_control)
  );
  alu alu_inst (
    .a           (alu_input_a),
    .b           (alu_input_b),
    .alu_control (alu_control),
    .result      (o_alu_result)
  );
  assign o_write_register = i_reg_dst ? i_rd : i_rt;
  assign o_read_data_2 = updated_rt;
  assign o_reg_write = i_reg_write;
  assign o_mem_read = i_mem_read;
  assign o_mem_write = i_mem_write;
  assign o_mem_to_reg = i_mem_to_reg;
  assign o_is_halt = i_is_halt;
endmodule
`timescale 1ns / 1ps
module alu(
  input  wire [31:0] a,            
  input  wire [31:0] b,            
  input  wire [3:0]  alu_control,  
  output reg  [31:0] result        
);
  always @(*) begin
    case(alu_control)
      4'b0000:      result = a & b;
      4'b0001:       result = a | b;
      4'b0010:      result = $signed(a) + $signed(b);  
      4'b0011:     result = a + b;                  
      4'b0110:      result = $signed(a) - $signed(b);  
      4'b0100:     result = a - b;                   
      4'b0111:      result = ($signed(a) < $signed(b)) ? 32'b1 : 32'b0;
      4'b1001:     result = (a < b) ? 32'b1 : 32'b0; 
      4'b1100:      result = ~(a | b);
      4'b1101:      result = a ^ b;
      4'b1000:      result = b << a[4:0]; 
      4'b1010:      result = b >> a[4:0]; 
      4'b1011:      result = $signed(b) >>> a[4:0];
      4'b1110:      result = {b[15:0], 16'b0}; 
      4'b1111: result = a;           
      default:       result = a + b;  
    endcase
  end
endmodule
`timescale 1ns / 1ps
module alu_control(
  input  wire [5:0] i_func_code,    
  input  wire [5:0] i_opcode,     
  output reg  [3:0] alu_control   
);
  always @(*) begin
    alu_control = 4'b1111;
    case(i_opcode)   
      6'b000000: begin  
        case(i_func_code) 
          6'b100001: alu_control = 4'b0011; 
          6'b100011: alu_control = 4'b0100;   
          6'b100100:  alu_control = 4'b0000;   
          6'b100101:   alu_control = 4'b0001;    
          6'b100111:  alu_control = 4'b1100;   
          6'b101010:  alu_control = 4'b0111;   
          6'b101011: alu_control = 4'b1001;  
          6'b100110:  alu_control = 4'b1101;   
          6'b000000:  alu_control = 4'b1000;   
          6'b000010:  alu_control = 4'b1010;   
          6'b000011:  alu_control = 4'b1011;   
          6'b000100: alu_control = 4'b1000;   
          6'b000110: alu_control = 4'b1010;   
          6'b000111: alu_control = 4'b1011;   
          6'b001000:   alu_control = 4'b1111;  
          6'b001001: alu_control = 4'b1111;   
          default:    alu_control = 4'b0010;  
        endcase
      end
      6'b001000:   alu_control = 4'b0010;  
      6'b001001:  alu_control = 4'b0011;  
      6'b001100:   alu_control = 4'b0000;  
      6'b001101:    alu_control = 4'b0001;   
      6'b001110:   alu_control = 4'b1101;  
      6'b001111:    alu_control = 4'b1110;  
      6'b001010:   alu_control = 4'b0111;  
      6'b001011:  alu_control = 4'b1001;  
      6'b000010, 6'b000101, 6'b000100: alu_control = 4'b1111;  
      6'b000011:    alu_control = 4'b1111;  
      default: alu_control = 4'b0010;  
    endcase
  end
endmodule

===== ./run.sh =====
#!/bin/bash
# OpenROAD 26Q1-2900-gdf79404cd8, Yosys 0.63+post, stock flow scripts
make -C /OpenROAD-flow-scripts/flow DESIGN_CONFIG=/design/flow/config.mk WORK_HOME=/design/flow/orfs finish

==> Slide: Implementation Results <==
Synthesis and Place & Route Summary

STA
  – Fmax: ~53 MHz
  – Final Setup Violations: 0
  – Worst slew pin tran: 0.959 ns
  – Slew margin rel.: 0.359
  – Fin. max-slew vios: 0
  – Setup TNS: 0 ns
  – Fin crit period: between 15 and 20 ns
  – RSZ-0062 raised after global routing: no
  – Tcrit/Tclk final: 0.674
  – Final Hold Viols: 0

Layout
  – Share of post-route cells with drive strength above 1: 0.0914
  – Fin cells: between 2000 and 3000
  – Flops: 0
  – Final instance area: 17500 um2
  – Fillcell total: roughly 3400
  – Clock buffer cells: 0
  – Register area: 0 um2
  – Logic area: roughly 13000 um2
  – Area Overhead vs Synth: 27.2%

Yosys
  – Synth area leader: mux2i_1
  – Post-synth area hogs: mux2i_1, ha_1, a21oi_1, nor2_1, nand2_1
  – Synth unique cells: between 90 and 100
  – Synth top cell by count: mux2i_1
  – Chip Area, Yosys: around 14000 um2
  – Post-Syn Area: 13800 um2
  – Area share, top type: 0.145
  – # Cells Yosys: around 2000
  – Top cells by count: mux2i_1, nor2_1, a21oi_1
  – Synth Instances: about 2000
  – Register area share after synthesis: 0
  – Ys Warns: 3
  – Syn_area_per_cell: ~7 um2

Critical path
  – CP Buf/Inv Count: 4
  – Critical-path cell list: clkdlybuf4s50_1, or2_2, nor4_1, o311ai_0, nand2_1, nor3_2, buf_4, nand2_1, buf_4, o31ai_1, xnor2_1, ha_1, a211oi_1, nand2_1, a221oi_1, a21oi_1, o311ai_0, o21ai_0, a211o_1, xnor2_1, nor2_1, or4_1, clkdlybuf4s50_1
  – WS Path Type: in -> out
  – CP Max Fanout: 20
  – CP Data Required Time: 22.24 ns
  – Critical path's slowest cell: o311ai_0
  – Crit-path most repeated cell: nand2_1
  – CP delay by family, top: AND-OR/OR-AND gates
  – Crit path largest cell delay: just under 0.8 ns
  – Arrival @ worst endpoint: 13.19 ns
  – Critical path startpoint category: primary input
  – Critical path capture point type: output pin

Placement
  – Hpwl dp: 56900 um
  – Dpl cell area: approximately 18000 um2
  – PortBufs: 321
  – Placed cells: roughly 2700
  – Final Wtd Congestion: 1.08

Die
  – Placeable core area: approximately 34000 um2
  – Initial Util: 0.409
  – Rows: approximately 67
  – DIE AREA: 35200 um2
  – Die height: between 150 and 200 um
  – Io pins: roughly 340
  – Die Span X: about 190 um

Job
  – Total of max-cap violations: 0
  – Count of tool warnings: between 100 and 150

Drt
  – Vias post-DR: roughly 17000
  – DRT antenna net count: 0
  – DR pass1 iterations: 6
  – DRT Wirelength: 71900 um
  – Drt initial violations: 1753
  – Drt wl/cell: approximately 26 um
  – DR DRC count: 0
  – Vias per inst: 6.40

Clock network
  – # hold bufs at CTS: 0
  – Post_cts resized: 0
  – Post-CTS Setup Repair Bufs: 0

Hold path
  – Hold Crit Start: i_is_halt
  – Hold Crit Class: in -> out
  – Worst Hold Depth: 0
  – Hold Path Sink: o_is_halt

GRT
  – Largest net degree at the start of global routing: 53
  – Antenna violations before repair: 0
  – First-pass GRT wire length: around 110000 um
  – Gr usage total: 0.405
  – Vias in the first global route: around 17000
  – Global route overflow: 0

Power and ir drop
  – Power Density: 34.0 nW/um2
  – Design Power: about 600 uW
  – Leakage: around 0.0074 uW
  – Worst VDD drop: around 0.017 mV

Run status
  – Outcome: complete, no violations
-- power breakdown --
part,switching [uW],internal [uW]
registers,0,0
logic,341,255
clock network,0,0.000000424
total,341,255
-- stage by stage --
step	worst slack, ns	hold slack, ns	utilization
finish	9.05	11.12	0.520
global route	8.52	11.12	0.520
CTS	9.27	11.12	0.520
detailed placement	9.30	11.12	0.520
global placement	9.34	11.12	0.520
floorplan	11.69	11.19	-
-- cells in the final DEF, fill, tap and decap left out, types with 24 or more instances in the layout --
master and instances:
a211oi_1 55, ha_1 136, a21oi_1 168, clkdlybuf4s50_1 317, nor3_1 53, mux2i_1 199, mux2_2 47, xnor2_1 62
nand2_1 161, o211ai_1 36, nor2_1 185, a21o_1 29, nand4_1 24, buf_4 75, o21ai_0 114, inv_1 91
nor2b_1 37, nand3_1 56
-- cells by family (layout without fill, tap and decap cells) --
group,count (synthesis),count (layout),share of synthesized area
adders and majority gates,139,139,0.128
AOI/OAI and AO/OA,652,652,0.317
other,0,1,0
muxes,274,274,0.218
xor gates and xnor gates,74,74,0.0470
and+or+nand+nor,621,621,0.216
buffers and inverters,259,506,0.0752
-- layout make-up --
cell class                      instances  share of cell area
Timing Repair Buffer                  396               0.214
Tap cell                              448              0.0320
Antenna cell                            1            0.000143
Multi-Input combinational cell       1760               0.730
Inverter                              110              0.0235
-- worst max path at each step --
stage / startpoint / cells after the start / to
4_1_cts: i_function[1] / 23 / o_alu_result[30]
5_1_grt: i_opcode[0] / 23 / o_alu_result[30]
6_report: i_opcode[1] / 23 / o_alu_result[30]
-- per-layer routing --
| metal | vias to the layer above | GRT usage | wire (um) |
|---|---|---|---|
| li1 | 8097 | - | - |
| met3 | 227 | 0.0952 | 7700 |
| met5 | - | 0 | 0 |
| met1 | 8005 | 0.525 | 28300 |
| met4 | 0 | 0.234 | 5100 |
| met2 | 1042 | 0.614 | 30700 |
Power and IR drop assume default switching activity.
